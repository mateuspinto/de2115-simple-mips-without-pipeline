===== ./run.sh =====
#!/bin/bash
# OpenROAD 26Q1-2900-gdf79404cd8, Yosys 0.63+post, stock flow scripts
make -C /OpenROAD-flow-scripts/flow DESIGN_CONFIG=/design/flow/config.mk WORK_HOME=/design/flow/orfs finish

===== ./config.mk =====
export PLATFORM = sky130hd
export DESIGN_NAME = outputExecuting
export DESIGN_NICKNAME = outputExecuting
export VERILOG_FILES = /design/flow/design.v
export SDC_FILE = /design/flow/constraint.sdc
export NUM_CORES = 4
export LEC_CHECK = 1
export CORE_AREA = 10 10 70 70
export DIE_AREA = 0 0 80 80

===== ./constraint.sdc =====
current_design outputExecuting

set clk_period 8.6
set clk_io_pct 0.2

create_clock -name clk0 -period $clk_period

set non_clock_inputs [all_inputs -no_clocks]
set_input_delay [expr $clk_period * $clk_io_pct] -clock clk0 $non_clock_inputs
set_output_delay [expr $clk_period * $clk_io_pct] -clock clk0 [all_outputs]

===== ./design.v =====
package libMdlu;
    parameter MDLU_MULT = 0;
    parameter MDLU_DIV = 1;
    parameter MDLU_ZERO = 2;
endpackage
package libAlu;
    parameter ALU_ADD = 0;
    parameter ALU_AND = 1;
    parameter ALU_LUI = 2;
    parameter ALU_OR = 3;
    parameter ALU_SLL = 4;
    parameter ALU_SLT = 5;
    parameter ALU_SRA = 6;
    parameter ALU_SRL = 7;
    parameter ALU_SUB = 8;
    parameter ALU_ZERO = 9;
    parameter ALU_MULT = 10;
    parameter ALU_DIV = 11;
    parameter ALU_MFHI = 12;
    parameter ALU_MFLO = 13;
    parameter ALU_NOR = 14;
    parameter ALU_XOR = 15;
endpackage
package libInstructions;
    parameter R =    6'b000000;
    parameter J =    6'b000010;
    parameter BEQ =  6'b000100;
    parameter BNE =  6'b000101;
    parameter SLT =  6'b101010;
    parameter LW =   6'b100011;
    parameter SW =   6'b101011;
    parameter LUI =  6'b001111;
    parameter ADDI = 6'b001000;
    parameter ANDI = 6'b001100;
    parameter ORI =  6'b001101;
    parameter XORI = 6'b001110;
    parameter SLTI = 6'b001010;
endpackage
package libFunctions;
    parameter FUNC_ADD = 6'b100000; 
    parameter FUNC_SUB = 6'b100010;
    parameter FUNC_SLLV = 6'b000100;
    parameter FUNC_SRLV = 6'b000110;
    parameter FUNC_SRAV = 6'b000011;
    parameter FUNC_AND = 6'b100100;
    parameter FUNC_OR = 6'b100101;
    parameter FUNC_XOR = 6'b100110;
    parameter FUNC_SLT = 6'b101010;
    parameter FUNC_MULT = 6'b011000;
    parameter FUNC_DIV = 6'b011010;
    parameter FUNC_MFHI = 6'b010000;
    parameter FUNC_MFLO = 6'b010010;
endpackage
package libAritimeticalControl;
    parameter ARCTRL_ZERO = 0;
    parameter ARCTRL_FUNC = 1;
    parameter ARCTRL_ADD = 2;
    parameter ARCTRL_SUB = 3;
    parameter ARCTRL_LU = 4;
    parameter ARCTRL_AND = 5;
    parameter ARCTRL_OR = 6;
    parameter ARCTRL_XOR = 7;
    parameter ARCTRL_SLT = 8;
endpackage
import libAlu::*;
module outputExecuting(
    input logic [3:0] control,
    input logic [31:0] input0,
    input logic [31:0] input1,
    input logic [31:0] input2,
    output logic [31:0] output0
);
    always_comb begin
        case(control)
            ALU_MFHI: begin
                output0 <= input0;
            end
            ALU_MFLO: begin
                output0 <= input1;
            end
            default: begin
                output0 <= input2;
            end
        endcase
    end
endmodule

==> notes.md <==
flow finished, numbers: period utilization 62.3%, global routing's busiest layer met2, HPWL Detailed 3850 um, sequential cell area 0 um2, Final Max Slew Viols 0, Critical Path RT 6880 ps, crit-path max cell delay 480 ps, VDD IR-drop max 0.0000270 V, fin util 68.6%, via count 1078, setup bufs post-CTS 0, Tool Warnings 33, worst rel slew slack 61.0%, endpoint type of the worst setup path output port, top cells, area mux2_4 88%, buf_6 4.4%, mux2_2 4.4%, Synth area leader mux2_4, M2 GR Usage 23.0%, initial antenna violation count 0, Netlist Area Pre-Place 1030 um2, slowest CP cell buf_4, yosys stat chip area 1030 um2, Cells after Synth 73, M3 GR Usage 5.34%, Avg Synthesized Cell Area 14.1 um2, status finished, final reports clean, post-DR wirelength/cell 18.1 um, most common logic cells in the final layout 131 x clkdlybuf4s50_1, 60 x mux2_4, 4 x mux2_2, share of layout cells above drive strength 1 34.2%, Post-DRT Antenna Nets 0, CLK BUF 0, Lkg Pwr 1.01 nW, power density cells 47.7 nW/um2, initial core utilization 30.1%, final hold violation count 0, area growth from synthesis to layout 128%, most frequent logic cell in the layout clkdlybuf4s50_1, fill count 263, Yosys Instances 73, fin crit period 5360 ps, routability cong. 0.807, hold buffer count at CTS 0, Dominant cell area share 87.7%, Hold WC Path Type input port to output port, CP max FO 32, pin count of the biggest net entering global routing 33, worst-path cell chain clkdlybuf4s50_1 > and3b_2 > buf_4 > mux2_2 > clkdlybuf4s50_1, Max Clk Rate 187 MHz, Iter 0 DRT Violations 23, MaxCap Viol Count 0, RSZ-0062 raised after global routing false, CP startpoint control[2], GRT overflow 0, Die Outline Area 6400 um2, die extent in x 80 um, grt met1 use 14.3%, final setup TNS 0 ps, CP endpoint output0[28], io pins 132, Resized cells post-CTS 0, CP arrival 3640 ps, final wirelength 4440 um, worst-margin pin slew 584 ps, crit path kind input port to output port, core area 3420 um2, drt drc 0, flip-flops 0, First-pass DRT Iterations 2, final setup vio count 0, Port Buffers 132, post-synthesis sequential area ratio 0%, antenna cells 0, first-pass GRT wire length 6520 um, row cnt 21, cell mode on critical path clkdlybuf4s50_1, Vias/cell 4.40, GRT Overall Usage 12.7%, crit start category input port, Syn. warnings 1, count of different cell masters after synthesis 6, vias in the first global route 1180, Die Y 80 um
-- critical path, delay by kind of cell --
family | cells | cell delay [ps]
buffers and inverters | 3 | 1340
multiplexers | 1 | 400
AND/OR/NAND/NOR | 1 | 170
-- per-layer routing --
layer | vias up | share of wire (%) | routed length [um]
met5 | - | 0 | 0
met4 | 0 | 0 | 0
met3 | 0 | 13 | 565
li1 | 528 | - | -
met1 | 480 | 38 | 1700
met2 | 70 | 49 | 2180
-- logic make-up (layout without fill, tap and decap cells) --
logic type / count (synthesis) / count (layout) / synth area share (%)
multiplexers: 64 / 64 / 92.1
AND/OR/NAND/NOR: 1 / 1 / 0.853
buffers and inverters: 8 / 134 / 7.06
-- area by class of cell --
cell class         instances  area (um2)  share of cell area, %
multi-input cells         65         956                   40.8
well taps                 46        57.6                   2.45
repair buffers           134        1330                   56.8
-- metrics by stage --
stage                     setup WS (ps)  cell area [um2]  cells   power, W  hold WS (ps)
after floorplan                    4350             1030     73  0.0000438          3540
after global placement             3250             2340    245   0.000112          4480
after detailed placement           3220             2340    245   0.000113          4480
after CTS                          3220             2340    245   0.000113          4480
after global routing               3140             2340    245   0.000119          4500
final                              3240             2340    245   0.000112          4470
-- power breakdown --
| group | internal, W | leakage (nW) | total, W | switching, W |
|---|---|---|---|---|
| Sequential | 0 | 0 | 0 | 0 |
| Combinational | 0.0000904 | 1.01 | 0.000112 | 0.0000216 |
| Clock | 0 | 0 | 0 | 0 |
-- cell usage after synthesis --
library cell and number:
mux2_4 60, buf_6 4, mux2_2 4, buf_4 3, and3b_1 1, buf_2 1
-- worst min path at each step --
stage / startpoint / to / slack [ps] / depth (start not counted)
after CTS: input2[29] / output0[29] / 4480 / 3
after global routing: input2[31] / output0[31] / 4500 / 3
final: input2[29] / output0[29] / 4470 / 3
Power is estimated from default activity; no workload was simulated.
