--- flow/config.mk ---
export PLATFORM = sky130hd
export DESIGN_NAME = displaySevSegm
export DESIGN_NICKNAME = displaySevSegm
export VERILOG_FILES = /design/flow/design.v
export SDC_FILE = /design/flow/constraint.sdc
export NUM_CORES = 4
export LEC_CHECK = 1
export CORE_UTILIZATION = 40
--- flow/constraint.sdc ---
current_design displaySevSegm

set clk_period 1.6
set clk_io_pct 0.2

create_clock -name clk0 -period $clk_period [get_ports {clk}]

set non_clock_inputs [all_inputs -no_clocks]
set_input_delay [expr $clk_period * $clk_io_pct] -clock clk0 $non_clock_inputs
set_output_delay [expr $clk_period * $clk_io_pct] -clock clk0 [all_outputs]
--- flow/design.v ---
package libMdlu;
    parameter MDLU_MULT = 0;
    parameter MDLU_DIV = 1;
    parameter MDLU_ZERO = 2;
endpackage
package libAlu;
    parameter ALU_ADD = 0;
    parameter ALU_AND = 1;
    parameter ALU_LUI = 2;
    parameter ALU_OR = 3;
    parameter ALU_SLL = 4;
    parameter ALU_SLT = 5;
    parameter ALU_SRA = 6;
    parameter ALU_SRL = 7;
    parameter ALU_SUB = 8;
    parameter ALU_ZERO = 9;
    parameter ALU_MULT = 10;
    parameter ALU_DIV = 11;
    parameter ALU_MFHI = 12;
    parameter ALU_MFLO = 13;
    parameter ALU_NOR = 14;
    parameter ALU_XOR = 15;
endpackage
package libInstructions;
    parameter R =    6'b000000;
    parameter J =    6'b000010;
    parameter BEQ =  6'b000100;
    parameter BNE =  6'b000101;
    parameter SLT =  6'b101010;
    parameter LW =   6'b100011;
    parameter SW =   6'b101011;
    parameter LUI =  6'b001111;
    parameter ADDI = 6'b001000;
    parameter ANDI = 6'b001100;
    parameter ORI =  6'b001101;
    parameter XORI = 6'b001110;
    parameter SLTI = 6'b001010;
endpackage
package libFunctions;
    parameter FUNC_ADD = 6'b100000; 
    parameter FUNC_SUB = 6'b100010;
    parameter FUNC_SLLV = 6'b000100;
    parameter FUNC_SRLV = 6'b000110;
    parameter FUNC_SRAV = 6'b000011;
    parameter FUNC_AND = 6'b100100;
    parameter FUNC_OR = 6'b100101;
    parameter FUNC_XOR = 6'b100110;
    parameter FUNC_SLT = 6'b101010;
    parameter FUNC_MULT = 6'b011000;
    parameter FUNC_DIV = 6'b011010;
    parameter FUNC_MFHI = 6'b010000;
    parameter FUNC_MFLO = 6'b010010;
endpackage
package libAritimeticalControl;
    parameter ARCTRL_ZERO = 0;
    parameter ARCTRL_FUNC = 1;
    parameter ARCTRL_ADD = 2;
    parameter ARCTRL_SUB = 3;
    parameter ARCTRL_LU = 4;
    parameter ARCTRL_AND = 5;
    parameter ARCTRL_OR = 6;
    parameter ARCTRL_XOR = 7;
    parameter ARCTRL_SLT = 8;
endpackage
module binaryToHexSevSegm(
	 input logic clk,
    input logic [3:0] binary,
    output logic [6:0] display
);
always_ff @(posedge clk) begin
    case(binary)
            4'b0000: display <= 7'b1000000;  
            4'b0001: display <= 7'b1111001;  
            4'b0010: display <= 7'b0100100;  
            4'b0011: display <= 7'b0110000;  
            4'b0100: display <= 7'b0011001;  
            4'b0101: display <= 7'b0010010;  
            4'b0110: display <= 7'b0000010;  
            4'b0111: display <= 7'b1111000;  
            4'b1000: display <= 7'b0000000;  
            4'b1001: display <= 7'b0010000;  
            4'b1010: display <= 7'b0001000;  
            4'b1011: display <= 7'b0000011;  
			4'b1100: display <= 7'b1000110;  
			4'b1101: display <= 7'b0100001;  
			4'b1110: display <= 7'b0000110;  
			4'b1111: display <= 7'b0001110;  
            default: display <= 7'b1111111;  
        endcase
end
endmodule
module displaySevSegm(
	 input wire clk,
    input wire [31:0] binary,
    output wire [6:0] disp0,
    output wire [6:0] disp1,
    output wire [6:0] disp2,
    output wire [6:0] disp3,
    output wire [6:0] disp4,
    output wire [6:0] disp5,
    output wire [6:0] disp6,
    output wire [6:0] disp7
);
binaryToHexSevSegm binaryToHexSevSegm0 (clk, binary[3:0], disp0);
binaryToHexSevSegm binaryToHexSevSegm1 (clk, binary[7:4], disp1);
binaryToHexSevSegm binaryToHexSevSegm2 (clk, binary[11:8], disp2);
binaryToHexSevSegm binaryToHexSevSegm3 (clk, binary[15:12], disp3);
binaryToHexSevSegm binaryToHexSevSegm4 (clk, binary[19:16], disp4);
binaryToHexSevSegm binaryToHexSevSegm5 (clk, binary[23:20], disp5);
binaryToHexSevSegm binaryToHexSevSegm6 (clk, binary[27:24], disp6);
binaryToHexSevSegm binaryToHexSevSegm7 (clk, binary[31:28], disp7);
endmodule
--- flow/run.sh ---
#!/bin/bash
# OpenROAD 26Q1-2900-gdf79404cd8, Yosys 0.63+post, stock flow scripts
make -C /OpenROAD-flow-scripts/flow DESIGN_CONFIG=/design/flow/config.mk WORK_HOME=/design/flow/orfs finish
==> flow_metrics.env <==
# implementation run metrics
export IMPL_worstSetupPathType="in -> reg"
export IMPL_cts_sinks=56
export IMPL_yosys_warnings=1
export IMPL_dp_hpwl_mm=4.98
export IMPL_min_period_ns=1.51
export IMPL_setup_viol=0
export IMPL_syn_area_sq_um=3280
export IMPL_drive_gt1_frac=0.228
export IMPL_holdWs_ns=0.673
export IMPL_synthToLayoutAreaGrowth_pct=50.5
export IMPL_synth_seq_share=0.342
export IMPL_edf_count=0
export IMPL_cts_max_level=2
export IMPL_ys_async_sr_fraction=0
export IMPL_leakagePower_uw=0.00237
export IMPL_critPathCaptureType="flop"
export IMPL_power_frac_clock=0.243
export IMPL_viasPerCell=4.54
export IMPL_num_vias=2654
export IMPL_hp_class="in -> reg"
export IMPL_cts_repair_resized=0
export IMPL_dieArea_sq_um=8560
export IMPL_status="complete, no violations"
export IMPL_start_kind="input pin"
export IMPL_io_buffers=88
export IMPL_rows=32
export IMPL_top_area_cell="dfxtp_1"
export IMPL_clk_path_buf_depth=2
export IMPL_p_per_area_nw_per_um2=656
export IMPL_peakVddDrop_mv=0.442
export IMPL_grt_usage=0.152
export IMPL_cp_arrival_ns=1.70
export IMPL_top_area_frac=0.342
export IMPL_ys_cells=312
export IMPL_wl_per_cell_microns=10.6
export IMPL_io_pins=89
export IMPL_netlist_instances=312
export IMPL_routed_wl_mm=6.18
export IMPL_crit_required_ns=1.79
export IMPL_antenna_found_initial=0
export IMPL_fmax_mhz=662
export IMPL_tightest_slew_ns=0.386
export IMPL_finalCritPeriodShare=0.944
export IMPL_post_cts_setup_buffer_count=0
export IMPL_slew_headroom=0.742
export IMPL_ys_ff=56
export IMPL_warning_count=73
export IMPL_seq_power_share=0.479
export IMPL_grt_max_degree=19
export IMPL_ant_nets=0
export IMPL_tritoncts="yes"
export IMPL_cts_buffers=5
export IMPL_clk_pin_slew_ns=0.10
export IMPL_fp_utilization=0.418
export IMPL_antennaDiodeCount=0
export IMPL_rsz0062_at_grt="no"
export IMPL_grt_pass1_vias=2467
export IMPL_power_switching_uw=805
export IMPL_yosys_top_cells_area="dfxtp_1, ha_1, mux2i_1"
export IMPL_overflow=0
export IMPL_grt_pass1_wl_mm=10.6
export IMPL_fin_cells=584
export IMPL_fin_util=0.629
export IMPL_fillers=653
export IMPL_core_sq_um=7850
export IMPL_die_w_microns=92.5
export IMPL_crit_top_cell="inv_1"
export IMPL_intPower_uw=2430
export IMPL_synth_distinct_cells=34
export IMPL_ff_type="dfxtp_1"
export IMPL_comb_power_share=0.278
export IMPL_gp_congestion=0.839
export IMPL_worstPathMaxFanout=4
export IMPL_critPathCapture="binaryToHexSevSegm2.display[3]$_DFF_P_"
export IMPL_final_max_slew_viol_count=0
export IMPL_path_cells="clkdlybuf4s50_1 -> inv_1 -> ha_1 -> inv_1 -> mux4_1"
export IMPL_holdBufCountCts=0
export IMPL_critPathMaxStageDelay_ns=0.48
export IMPL_drt_iter0_drc=39
export IMPL_slowest_stage="clkdlybuf4s50_1"
export IMPL_drv_cap=0
export IMPL_syn_mean_instance_area_sq_um=10.5
export IMPL_hold_viol=0
export IMPL_dr_pass1_iters=4
export IMPL_die_height_microns=92.5
export IMPL_drc=0
export IMPL_cts_root_buf="clkbuf_8"
export IMPL_switching_share=0.249
export IMPL_startpoint="binary[8]"
export IMPL_dp_cells=576
export IMPL_ys_area_sq_um=3280
-- sequential cells by signal, summed over array words and instances (netlist names) --
name and cells:
binaryToHexSevSegm0.display 7, binaryToHexSevSegm1.display 7, binaryToHexSevSegm2.display 7, binaryToHexSevSegm3.display 7, binaryToHexSevSegm4.display 7, binaryToHexSevSegm5.display 7
binaryToHexSevSegm6.display 7, binaryToHexSevSegm7.display 7
-- kinds of logic (layout without fill, tap and decap cells) --
| group | after synthesis | in the layout | share of synthesized area |
|---|---|---|---|
| AND/OR/NAND/NOR | 62 | 62 | 0.0965 |
| adder cells (fa/ha/maj) | 56 | 56 | 0.214 |
| AND-OR/OR-AND | 56 | 56 | 0.118 |
| flip-flops | 56 | 56 | 0.342 |
| multiplexers | 42 | 42 | 0.166 |
| buffers and inverters | 40 | 210 | 0.0641 |
-- per-layer routing --
metal | vias to the layer above | routed length, microns | track usage
met4 | 0 | 56 | 0.0143
li1 | 1415 | - | -
met5 | - | 0 | 0
met3 | 5 | 387 | 0.0343
met2 | 57 | 2830 | 0.264
met1 | 1177 | 2900 | 0.205
-- cell usage after synthesis, types with 3 or more instances --
cell	number
buf_6	6
mux2_1	6
mux2i_1	25
mux4_1	6
o21ai_0	14
or3b_1	7
mux2_2	4
o21ai_1	7
a32o_1	7
a21oi_1	5
buf_2	6
nor2b_1	8
a22o_1	13
nand3_1	3
nand2_1	11
nor2_2	5
o31ai_1	4
dfxtp_1	56
ha_1	56
inv_1	23
nor2_1	23
-- worst max-delay path, delay by kind of cell --
| kind | cells | cell delay, ns |
|---|---|---|
| buffers and inverters | 3 | 0.61 |
| muxes | 1 | 0.48 |
| adders and majority gates | 1 | 0.29 |
-- how the worst min path moves through the flow --
stage / startpoint / end / slack (ns) / cells after the start
global route: binary[2] / binaryToHexSevSegm0.display[0]$_DFF_P_ / 0.69 / 2
CTS: binary[2] / binaryToHexSevSegm0.display[0]$_DFF_P_ / 0.67 / 2
finish: binary[2] / binaryToHexSevSegm0.display[0]$_DFF_P_ / 0.67 / 2
-- power by group through the flow --
stage / sequential (uW) / combinational [uW] / clock (uW)
after global routing: 1560 / 1000 / 891
after CTS: 1550 / 914 / 838
final: 1550 / 902 / 785
-- layout make-up --
cell class / count / area, sq um / share of cell area
timing repair buffer: 178 / 1560 / 0.315
inverter: 24 / 90.1 / 0.0183
multi-input combinational: 216 / 1950 / 0.395
clock buffer: 5 / 68.8 / 0.0139
sequential: 56 / 1120 / 0.227
clock inverter: 3 / 22.5 / 0.00456
tap: 102 / 128 / 0.0259
-- placed cells by master, fill, tap and decap left out, drive strengths merged --
cell type	instances
mux2	10
mux2i	25
nand3	3
clkinv	2
nor2	28
a31oi	1
a21oi	5
a22o	13
clkdlybuf4s50	88
or2	1
mux4	7
inv	25
a21boi	1
nor2b	8
o21ai	21
nand2	11
buf	90
o211ai	1
o31ai	4
ha	56
dfxtp	56
and2	2
o22ai	1
a32o	7
o31a	1
o21a	1
or3b	7
nand2b	2
clkbuf	5
-- metrics by stage --
stage | TNS, ns | worst slack (ns) | area, sq um | total power (uW)
floorplan | 0 | 0.327 | 3280 | 1920
global placement | -4.37 | -0.224 | 4840 | 2490
detailed placement | -4.60 | -0.249 | 4840 | 2490
CTS | 0 | 0.0973 | 4930 | 3310
global route | 0 | 0.0282 | 4930 | 3460
finish | 0 | 0.0891 | 4930 | 3240
Power is estimated from default activity; no workload was simulated.
