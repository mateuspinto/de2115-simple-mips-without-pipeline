$ cat ./run.sh
#!/bin/bash
# OpenROAD 26Q1-2900-gdf79404cd8, Yosys 0.63+post, stock flow scripts
make -C /OpenROAD-flow-scripts/flow DESIGN_CONFIG=/design/flow/config.mk WORK_HOME=/design/flow/orfs finish
$ cat ./config.mk
export PLATFORM = sky130hd
export DESIGN_NAME = alu
export DESIGN_NICKNAME = alu
export VERILOG_FILES = /design/flow/design.v
export SDC_FILE = /design/flow/constraint.sdc
export NUM_CORES = 4
export LEC_CHECK = 1
export CORE_UTILIZATION = 50
$ cat ./constraint.sdc
current_design alu

set clk_period 14.6
set clk_io_pct 0.2

create_clock -name clk0 -period $clk_period

set non_clock_inputs [all_inputs -no_clocks]
set_input_delay [expr $clk_period * $clk_io_pct] -clock clk0 $non_clock_inputs
set_output_delay [expr $clk_period * $clk_io_pct] -clock clk0 [all_outputs]
$ cat ./design.v
package libMdlu;
    parameter MDLU_MULT = 0;
    parameter MDLU_DIV = 1;
    parameter MDLU_ZERO = 2;
endpackage
package libAlu;
    parameter ALU_ADD = 0;
    parameter ALU_AND = 1;
    parameter ALU_LUI = 2;
    parameter ALU_OR = 3;
    parameter ALU_SLL = 4;
    parameter ALU_SLT = 5;
    parameter ALU_SRA = 6;
    parameter ALU_SRL = 7;
    parameter ALU_SUB = 8;
    parameter ALU_ZERO = 9;
    parameter ALU_MULT = 10;
    parameter ALU_DIV = 11;
    parameter ALU_MFHI = 12;
    parameter ALU_MFLO = 13;
    parameter ALU_NOR = 14;
    parameter ALU_XOR = 15;
endpackage
package libInstructions;
    parameter R =    6'b000000;
    parameter J =    6'b000010;
    parameter BEQ =  6'b000100;
    parameter BNE =  6'b000101;
    parameter SLT =  6'b101010;
    parameter LW =   6'b100011;
    parameter SW =   6'b101011;
    parameter LUI =  6'b001111;
    parameter ADDI = 6'b001000;
    parameter ANDI = 6'b001100;
    parameter ORI =  6'b001101;
    parameter XORI = 6'b001110;
    parameter SLTI = 6'b001010;
endpackage
package libFunctions;
    parameter FUNC_ADD = 6'b100000; 
    parameter FUNC_SUB = 6'b100010;
    parameter FUNC_SLLV = 6'b000100;
    parameter FUNC_SRLV = 6'b000110;
    parameter FUNC_SRAV = 6'b000011;
    parameter FUNC_AND = 6'b100100;
    parameter FUNC_OR = 6'b100101;
    parameter FUNC_XOR = 6'b100110;
    parameter FUNC_SLT = 6'b101010;
    parameter FUNC_MULT = 6'b011000;
    parameter FUNC_DIV = 6'b011010;
    parameter FUNC_MFHI = 6'b010000;
    parameter FUNC_MFLO = 6'b010010;
endpackage
package libAritimeticalControl;
    parameter ARCTRL_ZERO = 0;
    parameter ARCTRL_FUNC = 1;
    parameter ARCTRL_ADD = 2;
    parameter ARCTRL_SUB = 3;
    parameter ARCTRL_LU = 4;
    parameter ARCTRL_AND = 5;
    parameter ARCTRL_OR = 6;
    parameter ARCTRL_XOR = 7;
    parameter ARCTRL_SLT = 8;
endpackage
import libAlu::*;
module alu(
    input logic reset,
    input logic [3:0] control,
    input logic [31:0] numberA,
    input logic [31:0] numberB,
    output logic [31:0] result,
    output logic zero);
    always_comb begin
        if(reset) begin
            result <= 0;
        end
        else begin
            case (control)
                ALU_ADD: result <= numberA + numberB;
                ALU_SUB: result <= numberA - numberB;
                ALU_AND: result <= numberA & numberB;
                ALU_OR:  result <= numberA | numberB;
                ALU_XOR: result <= numberA ^ numberB;
                ALU_NOR: result <= ~(numberA | numberB);
                ALU_LUI: result <= {numberB[15:0],{16'b0}};
                ALU_SLL: result <= numberB << numberA[4:0];
                ALU_SLT: result <= (numberA[31] != numberB[31]) ? ({{31'b0}, numberA[31]}) : ({{31'b0}, numberA < numberB});
                ALU_SRA: result <= $signed(numberB) >>> numberA[4:0];
                ALU_SRL: result <= numberB >> numberA[4:0];
                ALU_ZERO: result <= 0;
                default:  result <= 0;
            endcase
        end
    end
    assign zero = (result == 0);
endmodule
==> notes.md <==
run metrics: Mapped Cells=1,533, Worst setup endpoint=zero, MaxCap Viol Count=0, met2 routed WL=22,800 um, Yosys Instances=1,533, Setup crit end kind=output port, layout cell share with drive strength beyond 1=10.6%, Die X=between 100 and 150 um, Int Pwr=approximately 180 uW, Crit. Startpoint=numberA[4], dominant logic cell type in the layout=nor2_1, Crit-path slowest cell=clkinv_1, Mean Syn Cell Area=6.96 um2, min cycle time layout=11,960 ps, Final Hold Viols=0, status=completed, gr ovfl total=0, Post-DP Area=11,700 um2, Slew HR=31.9%, count of cell types in the netlist=85, final setup violation count=0, Leakage=0.00457 uW, vertical die size=148 um, finished layout cell area=11,700 um2, Vias per Instance=7.73, crit path DAT=9040 ps, first-pass GRT wire length=83,600 um, Top cells excl fill/tap=156 x nor2_1, 134 x a21oi_1, 125 x nand2_1, routed length on met1=20,600 um, Synth Seq Share=0%, first-pass iteration count of the detailed router=8, worst hold-check path type=input port to output port, Yosys top cell by area=mux4_2, sequential cells=0, Layout area overhead=10.1%, Least-Margin Pin Slew=approximately 1000 ps, Tot Pwr=~480 uW, Storage cell area=0 um2, hold slack=7030 ps, critical path peak fanout=36, All-Layer GR Usage=53.3%, CLK BUF=0, Max Clock Freq=83.6 MHz, Max-area cell share=13.1%, setup TNS=0 ps, DRT iter0 DRCs=1,929, Chip Footprint=21,900 um2, core area=approximately 21,000 um2, YS warnings=1, VDD IR-drop max=0.0000438 V, main area contributors=mux4_2 13%, ha_1 12%, a21oi_1 6.3%, period utilization=81.9%, Antenna Nets Post-Route=0, P_sw=309 uW, DR WL met3=9150 um, # rows=53, RSZ-0062 raised after global routing=false, cell area after synthesis=around 11,000 um2, Pwr per Cell Area=41.3 nW/um2, Initial Util=about half, Port Buf Inserts=between 100 and 150, Placer Congestion=1.12, Post-CTS Repair Setup Buffers=0, largest net degree at the start of global routing=roughly 62, Final Slew Violations=0, initial antenna violation count=1, Sw Ratio=between 60% and 70%, Log Warnings=104, Hold Path Cell Cnt=7, via count=roughly 14k, Routed WL per cell=31.7 um, post-DP HPWL=43,400 um, DR top layer=met5, cells along the critical path=clkdlybuf4s50_1 -> buf_4 -> clkinv_1 -> ha_1 -> and2_1 -> a221oi_1 -> a21oi_1 -> nor2_1 -> o21ai_0 -> xnor2_1 -> nor2_1 -> o41ai_1 -> or4b_1 -> nor4_1 -> and4b_1 -> clkdlybuf4s50_1, number of remaining DRC errors=0, worst setup path class=input port to output port, post-CTS resize count=0, I/O pins=102, crit path launch type=input port, WL final=57,300 um, yosys stat chip area=about 11,000 um2, Largest stage delay, worst path=slightly below 700 ps, hold buffers post-CTS=0, Req. time, crit path=11,680 ps, vias in the first global route=12.7k
-- Yosys cell counts (all sizes together), types with 14 or more instances --
cell type and number:
o21ai 85, nor2 156, a31oi 18, nor2b 14
nor4 19, ha 103, a221oi 24, o211ai 22
clkbuf 91, buf 53, nand2 126, nand3 36
a21oi 135, inv 99, mux4 62, a211oi 28
o31ai 21, a21o 14, mux2i 55, mux2 22
o22ai 37, nor3 41, xnor2 21, nand4 22
-- how the worst min path moves through the flow --
stage          start        end  slack [ps]
6_report  control[0]  result[6]        7030
5_1_grt   control[0]  result[6]        7100
4_1_cts   control[0]  result[6]        7020
-- layer usage --
layer,GRT usage (%),vias up
li1,-,5853
met1,70.2,6444
met2,73.8,1369
met3,21.3,305
met4,30.1,6
met5,5.00,-
-- critical path: cells and delay by family --
kind	cells	cell delay, ps
AOI/OAI and AO/OA	4	1330
xor gates and xnor gates	1	160
buffers and inverters	4	1980
adders and majority gates	1	660
and+or+nand+nor	6	1950
-- per-stage QoR --
stage	utilization [%]	instances	setup slack (ps)
after global routing	56.0	1807	2520
after floorplan	-	1533	4950
after global placement	56.0	1807	3090
final	56.0	1809	2640
after CTS	56.0	1807	2970
after detailed placement	56.0	1807	2980
-- kinds of logic (layout without fill, tap and decap cells) --
family,count (synthesis),after routing,synth area share [%]
xor gates and xnor gates,23,23,1.89
AOI/OAI and AO/OA,525,525,33.3
muxes,139,139,20.8
adders and majority gates,105,105,12.5
and+or+nand+nor,497,497,22.4
buffers and inverters,244,243,9.18
other,0,2,0
-- area by class of cell --
type	count	area, um2
Multi-Input combinational cell	1289	9710
Fill cell	2056	9210
Timing Repair Buffer	143	1310
Inverter	100	375
Tap cell	275	344
Antenna cell	2	5.00
-- power by group through the flow --
stage / clock network (uW) / registers [uW] / logic (uW)
global route: 0 / 0 / 503
CTS: 0 / 0 / 458
No activity file was given, so power comes from the tool's default toggle rates.
